--- ./constraint.sdc ---
current_design Reciprocal_Cordic

set clk_period 12.5
set clk_io_pct 0.2

create_clock -name clk0 -period $clk_period [get_ports {CLK}]

set non_clock_inputs [all_inputs -no_clocks]
set_input_delay [expr $clk_period * $clk_io_pct] -clock clk0 $non_clock_inputs
set_output_delay [expr $clk_period * $clk_io_pct] -clock clk0 [all_outputs]
--- ./design.v ---
module Reciprocal_Cordic #( 
	parameter 	WORD_LENGTH			=	18, 
	parameter	FRAC_LENGTH			=	11,
	parameter 	NUM_OF_ITERATIONS	=	11,
	parameter	SCALE				=	5
)(
input   wire                           CLK,
input   wire                           RST,
input   wire                           Enable,
input   wire signed [WORD_LENGTH-1:0]  Input,
output  reg  signed [WORD_LENGTH-1:0]  reciprocal,
output  reg                            Valid
);
localparam INT_LENGTH = WORD_LENGTH - FRAC_LENGTH ;
reg    signed      [WORD_LENGTH-1:0]  Y;
wire    signed      [WORD_LENGTH-1:0]   one_fixed_point;
wire    signed      [WORD_LENGTH-1:0]   half_fixed_point;
reg 	signed	[$clog2(NUM_OF_ITERATIONS):0] iterations;
reg		flag_reg;
wire	scale_flag;
reg    	signed      [WORD_LENGTH-1:0]   Input_reg;
wire    signed       [WORD_LENGTH-1:0]  Input_shifted;
always @(posedge CLK or negedge RST) begin
	if (!RST) begin
		reciprocal 	<=	'b0;
		iterations 	<=	'b0;
		Y 			<=	one_fixed_point;
		flag_reg	<=	'b0;
		Valid 		<=	'b0;
		Input_reg 	<=	'b0;
	end
	else if (Enable) begin
		Valid 		<=	'b0;
		iterations 	<=	'b0;
		reciprocal 	<=	'b0;
		if(Input < half_fixed_point) begin
			Input_reg	<=	(Input<<SCALE);
		end
		else begin
			Input_reg	<=	Input;
		end
		flag_reg	<=	'b1;
	end
	else if (flag_reg) begin
		if(Y =='b0) begin
			Y 			<= 	Y;
			reciprocal	<=	reciprocal;
		end
		else if(Y[WORD_LENGTH-1] == 'b1) begin   
			Y 			<= 	Y + Input_shifted;
			reciprocal	<=	reciprocal - (one_fixed_point>>iterations);
		end
		else begin 	 
			Y 			<= 	Y - Input_shifted;
			reciprocal	<=	reciprocal + (one_fixed_point>>iterations);			
		end
		if(iterations == NUM_OF_ITERATIONS) begin
			iterations 	<=	'b0;
			Valid 		<=	'b1;
			flag_reg	<=	'b0;
			Y 			<= 	one_fixed_point;
			if(scale_flag) begin
				reciprocal 	<=	(reciprocal<<SCALE);
			end
			else begin
				reciprocal 	<=	reciprocal;
			end
		end
		else begin
			iterations 	<=	iterations 	+ 'b1;
			Valid 		<=	'b0;
		end
	end
	else begin
		Y 			<= 	one_fixed_point;
		reciprocal 	<=	'b0;
		flag_reg	<=	'b0;
		iterations 	<=	'b0;
		Valid 		<=	'b0;
		Input_reg 	<=	'b0;
	end
end
assign one_fixed_point = { {(INT_LENGTH-1){1'b0}} , 1'b1 , {FRAC_LENGTH{1'b0}} };  
assign half_fixed_point = { {(INT_LENGTH){1'b0}} , 1'b1 , {(FRAC_LENGTH-1){1'b0}} };  
assign Input_shifted =  Input_reg>>iterations;
assign scale_flag = (Input < half_fixed_point) ? 'b1 : 'b0;
endmodule
--- ./run.sh ---
#!/bin/bash
# OpenROAD 26Q1-2900-gdf79404cd8, Yosys 0.63+post, stock flow scripts
make -C /OpenROAD-flow-scripts/flow DESIGN_CONFIG=/design/flow/config.mk WORK_HOME=/design/flow/orfs finish
--- ./config.mk ---
export PLATFORM = sky130hd
export DESIGN_NAME = Reciprocal_Cordic
export DESIGN_NICKNAME = Reciprocal_Cordic
export VERILOG_FILES = /design/flow/design.v
export SDC_FILE = /design/flow/constraint.sdc
export NUM_CORES = 4
export LEC_CHECK = 1
export CORE_UTILIZATION = 40
==> out/metrics.cfg <==
[outcome]
status = completed

[final_timing]
finalCritPeriodShare_pct = 43.0
tightest_slew_ns = 0.874
slew_violations = 0
fin_setup_tns_ns = 0
finClkSkew_ns = 0.0107
max_slew_margin_pct = 41.2
fmax_ghz = 0.186
hold_viol_final = 0
rsz0062_at_grt = no
setup_ws_ns = 7.12
finalCriticalPeriod_ns = 5.38
setup_viol_count_final = 0
whs_ns = 0.514

[floorplanning]
die_h_um = 124
dieArea_sq_um = 15500
core.rowCount = 44
die_w_um = 124
core_sq_um = 14600
ioPinCount = 40
initial_core_util_pct = 41.0

[worst_setup_path]
critPathLaunchType = flip-flop
critPathMaxFanout = 21
end_kind = flip-flop
crit_arrival_ns = 5.61
r2r_cells = 19
critPathKind = flip-flop to flip-flop
required_ns = 12.72

[synth]
synthesis.area_per_instance_sq_um = 8.54
syn_inst = 701
yosysWarnings = 1
yosys_area_sq_um = 5980
syn-cell-area_sq_um = 5980
synth-edff-count = 0
postSynthSeqShare_pct = 25.5
ff_type = dfrtp_1
numSynthFlops = 61
ys_types = 65
async_flop_share_pct = 100
yosys_cells = 701

[placed_design]
pre_cts_ws_ns = 7.18
routabilityCongestion = 0.918
numPortBuffers = 39
dp_hpwl_um = 11500

[drt]
top_layer = met4
wl_um = 15300
wl_met3_um = 886
num_vias = 5474
wl_met1_um = 7530
n_antenna_cell = 0
vias_per_cell = 5.98
route.met2.wl_um = 6670
wire_per_inst_um = 16.8
ant_nets = 0
first_pass_iters = 5
initialDrtViolationCount = 330
route.detailed.drc = 0

[power]
cellPowerDensity_nw_per_um2 = 214
p_clk_share_pct = 17.7
pwr-share-seq_pct = 21.3
combPwrFrac_pct = 61.0
p_int_mw = 0.838
net-switching-power_mw = 0.626
power_mw = 1.46
ir_worst_vdd_v = 0.0000860
leakagePower_nw = 2.82
swShare_pct = 42.8

[hold_path]
hp-class = flip-flop to flip-flop
hold_depth = 1

[cts]
cts-resized-gates = 0
cts_buffer_depth = 2
cts_sinks = 61
cts_tree = done
clk_root_buffer_cell = clkbuf_16
clock_latency_ns = 0.34
postCtsSetupRepairBufs = 0
cts.clk_slew.worst_paths_ns = 0.06
cts_made_buffers = 9
h-tree-depth = 3
cts_hold_buf = 0

[final_layout]
fill_cells = 1324
drive_gt1_share_pct = 9.15
layout_top_cell = nand2_1
regArea_sq_um = 1530
area_growth_pct = 14.3
layout_top_cells = nand2_1 (67), dfrtp_1 (60), nor2_1 (54)
final-comb-area_sq_um = 4210

[run]
maxCapViolCount = 0
warnings = 29

[global_route]
grt-ovfl-total = 0
antenna_found_initial = 0
grtUsageTotal_pct = 21.1
grt_pass1_wl_um = 26400
grt_pass1_vias = 5154
grt_max_degree = 45

-- worst paths after layout --
| kind | startpoint | to | slack (ns) |
|---|---|---|---|
| min in group asynchronous | RST | reciprocal[12] | 2.08 |
| min reg2reg | Input_reg[0] | Input_reg[0] | 0.51 |
| max | iterations[0] | Y[16] | 7.12 |
| max reg2reg | iterations[0] | Y[16] | 7.12 |
| min | Input_reg[0] | Input_reg[0] | 0.51 |
| max in group asynchronous | RST | Input_reg[12] | 9.51 |
-- synthesized netlist by cell type, types with 10 or more instances --
cell      count  share of area [%]
nand3_1      18                1.5
dfrtp_1      60                 25
nor3_1       17                1.4
a31oi_1      14                1.5
a211oi_1     17                2.1
o31ai_1      11                1.4
clkbuf_1     25                1.6
inv_1        22                1.4
mux2i_1      11                1.8
mux2_2       14                2.6
a22o_1       12                1.8
nor2b_1      14                1.5
nand2b_1     10                1.0
nor2_1       54                3.4
nand2_1      67                4.2
xnor2_1      16                2.3
xor2_1       21                3.1
a21oi_1      50                4.2
ha_1         42                8.8
a32o_1       11                1.8
o21ai_0      53                4.4
mux4_2       11                4.1
and2_1       10                1.0
-- per-layer routing --
| metal | GRT usage (%) | vias to the layer above |
|---|---|---|
| met3 | 3.81 | 21 |
| met4 | 3.69 | 0 |
| met2 | 30.7 | 174 |
| met1 | 33.8 | 2572 |
| li1 | - | 2707 |
| met5 | 0 | - |
-- power by group through the flow --
stage                 clock network [mW]  logic [mW]  registers [mW]
after CTS                          0.268       0.888           0.311
after global routing               0.276        1.01           0.320
final                              0.260       0.893           0.312
-- stage by stage --
| stage | area [sq um] | util [%] | std cells |
|---|---|---|---|
| 2_1_floorplan | 5980 | - | 701 |
| 3_3_place_gp | 6530 | 44.7 | 900 |
| 3_5_place_dp | 6530 | 44.7 | 900 |
| 4_1_cts | 6840 | 46.9 | 916 |
| 5_1_grt | 6840 | 46.9 | 916 |
| 6_report | 6840 | 46.9 | 916 |
-- layout make-up --
type / count / share of cell area (%)
clock buffer: 11 / 3.70
clock inverter: 5 / 0.860
inverter: 25 / 1.37
multi-input combinational: 580 / 61.5
sequential: 61 / 22.3
tap: 184 / 3.37
timing repair buffer: 50 / 6.84
-- critical path: stages, from the launching register on --
cell and delay (ns):
dfrtp_1 0.41, buf_4 0.33, mux4_1 0.64, o22ai_1 0.21, a211o_1 0.15, a21boi_0 0.28
ha_1 0.19, nor2_1 0.03, a21oi_1 0.19, inv_1 0.09, fa_1 0.43, nor2b_1 0.11
o21ai_0 0.10, a21boi_0 0.46, o2111ai_1 0.22, a21boi_0 0.28, o31ai_1 0.17, a2111oi_0 0.54
o21ai_0 0.14, a32o_1 0.28
-- logic make-up after synthesis --
group | synth area share [%]
AND-OR/OR-AND | 24.8
XOR/XNOR | 5.42
adder cells (fa/ha/maj) | 9.45
buffers and inverters | 4.20
flip-flops | 25.5
multiplexers | 11.7
AND/OR/NAND/NOR | 18.9
Power is estimated from default activity; no workload was simulated.
