<file path="flow/run.sh">
#!/bin/bash
# OpenROAD 26Q1-2900-gdf79404cd8, Yosys 0.63+post, stock flow scripts
make -C /OpenROAD-flow-scripts/flow DESIGN_CONFIG=/design/flow/config.mk WORK_HOME=/design/flow/orfs finish
</file>
<file path="flow/config.mk">
export PLATFORM = sky130hd
export DESIGN_NAME = Rotational_Cordic
export DESIGN_NICKNAME = Rotational_Cordic
export VERILOG_FILES = /design/flow/design.v
export SDC_FILE = /design/flow/constraint.sdc
export NUM_CORES = 4
export LEC_CHECK = 1
export CORE_UTILIZATION = 30
</file>
<file path="flow/constraint.sdc">
current_design Rotational_Cordic

set clk_period 15.5
set clk_io_pct 0.2

create_clock -name clk0 -period $clk_period [get_ports {CLK}]

set non_clock_inputs [all_inputs -no_clocks]
set_input_delay [expr $clk_period * $clk_io_pct] -clock clk0 $non_clock_inputs
set_output_delay [expr $clk_period * $clk_io_pct] -clock clk0 [all_outputs]
</file>
<file path="flow/design.v">
module Rotational_Cordic #( 
	parameter 	INT_LENGTH				=	7, 
	parameter		FRAC_LENGTH				=	11,
	parameter 	NUM_OF_ITERATIONS	=	11
)  (
input  wire                                        CLK,
input  wire                                        RST,
input  wire                                        ENABLE,
input  wire signed  [INT_LENGTH+FRAC_LENGTH-1:0]	 Xo,
input  wire signed  [INT_LENGTH+FRAC_LENGTH-1:0]	 Yo,
input  wire signed  [INT_LENGTH+FRAC_LENGTH-1:0]	 Zo,
output reg 	signed  [INT_LENGTH+FRAC_LENGTH-1:0]	 XN,
output reg 	signed  [INT_LENGTH+FRAC_LENGTH-1:0]	 YN,
output reg                                         Done
);
localparam WORD_LENGTH = INT_LENGTH + FRAC_LENGTH ;
wire signed [WORD_LENGTH-1:0] two_pi                = 'h03243 ;
wire signed [WORD_LENGTH-1:0] minus_two_pi          = 'h3cdbc ;
wire signed [WORD_LENGTH-1:0] pi                    = 'h01921 ;
wire signed [WORD_LENGTH-1:0] half_pi               = 'h00c90 ;
wire signed [WORD_LENGTH-1:0] minus_half_pi         = 'h3f36f ;
wire signed [WORD_LENGTH-1:0] three_pi_over_2       = 'h025b2 ;
wire signed [WORD_LENGTH-1:0] minus_three_pi_over_2 = 'h3da4d ;
wire signed [WORD_LENGTH-1:0] Kn               			= 'h004db ;
reg 	signed [WORD_LENGTH-1:0] 	x_n_reg ;
reg 	signed [WORD_LENGTH-1:0] 	y_n_reg ;
reg 	signed [WORD_LENGTH-1:0] 	z_n_reg ;
wire 	signed [2*WORD_LENGTH-1:0] XN_double  ;
wire 	signed [2*WORD_LENGTH-1:0] YN_double  ;
wire 	signed	[WORD_LENGTH-1:0] x_shifted ;
wire 	signed	[WORD_LENGTH-1:0] y_shifted ;
reg 	[$clog2(NUM_OF_ITERATIONS):0] Count_iterations_reg;
reg flag_reg;
reg signed  [WORD_LENGTH-1:0]    arctan_LUT    [NUM_OF_ITERATIONS - 1:0];
integer i;
always @(posedge CLK or negedge RST) begin
	if (!RST) begin
		for ( i = 0 ; i <= (NUM_OF_ITERATIONS - 1) ; i = i + 1 ) begin
        	arctan_LUT [i] <= 'b0;
    	end 
	end
	else begin
		arctan_LUT[0]  <= 'b000000011001001000 ;
		arctan_LUT[1]  <= 'b000000001110110101 ;
		arctan_LUT[2]  <= 'b000000000111110101 ;
		arctan_LUT[3]  <= 'b000000000011111110 ;
		arctan_LUT[4]  <= 'b000000000001111111 ;
		arctan_LUT[5]  <= 'b000000000000111111 ;
		arctan_LUT[6]  <= 'b000000000000011111 ;
		arctan_LUT[7]  <= 'b000000000000001111 ;
		arctan_LUT[8]  <= 'b000000000000000111 ;
		arctan_LUT[9]  <= 'b000000000000000011 ;
		arctan_LUT[10] <= 'b000000000000000001 ;
	end
end
always @(posedge CLK or negedge RST)
 begin
	if (!RST) begin
		x_n_reg 	<= 'b0;
		y_n_reg		<= 'b0;
		z_n_reg 	<= 'b0;
		flag_reg	<=	'b0;
		Done        <=  'b0;
		Count_iterations_reg <= 0;
	end
	else begin 
		if(ENABLE) begin
			x_n_reg 	<= 	Xo;
			y_n_reg 	<= 	Yo;
			flag_reg	<=	'b1;
			Done        <=  'b0;
			Count_iterations_reg <= 'b0;
      if(Zo	>=	two_pi)    begin
      	z_n_reg = Zo - two_pi ;
      end        
      else if(Zo <= minus_two_pi) begin
      	z_n_reg = Zo + two_pi ;
      end
      else if(Zo >= (half_pi) && Zo <= (three_pi_over_2)) begin
      	z_n_reg = Zo - pi;       
      end
      else if(Zo > (three_pi_over_2) && Zo <= (two_pi)) begin
      	z_n_reg = Zo - two_pi;            
      end
      else if(Zo >= (minus_three_pi_over_2) && Zo <= (minus_half_pi)) begin
      	z_n_reg = Zo + pi;
      end
      else if(Zo >= (minus_two_pi) && Zo < (minus_three_pi_over_2))	begin
      	z_n_reg = Zo + two_pi;
      end
      else begin 
      	z_n_reg = Zo;
      end
		end
	  else if( flag_reg == 'b1 ) begin   
			if (z_n_reg[WORD_LENGTH-1])  begin
			      x_n_reg <= x_n_reg + y_shifted ;
			      y_n_reg <= y_n_reg - x_shifted ;
			      z_n_reg <= z_n_reg + arctan_LUT[Count_iterations_reg] ;
			end
			else begin
			      x_n_reg <= x_n_reg - y_shifted ;
			      y_n_reg <= y_n_reg + x_shifted ;
			      z_n_reg <= z_n_reg - arctan_LUT[Count_iterations_reg] ;		   	
			end
			if(Count_iterations_reg	==	(NUM_OF_ITERATIONS)) begin
			    flag_reg	 <=	'b0;
			    Done         <= 'b1;     
			    z_n_reg      <= 'b0;
			end
			else begin
			    Count_iterations_reg <=  Count_iterations_reg + 1'b1 ;
			    Done                 <=  'b0;
			    flag_reg	         <=	 'b1;
			end
	  end
	  else begin
			flag_reg	<=	'b0;
			x_n_reg 	<= 	'b0;
			y_n_reg		<= 	'b0;
			z_n_reg 	<= 	'b0;
			Done        <=  'b0;
			Count_iterations_reg	<=	'b0;
	  end
	end
end
assign before_end=(Count_iterations_reg==(NUM_OF_ITERATIONS))? 1'b1:1'b0;
assign x_shifted = x_n_reg >>> Count_iterations_reg;
assign y_shifted = y_n_reg >>> Count_iterations_reg;
assign XN_double = x_n_reg * Kn ;
assign YN_double = y_n_reg * Kn ;
always@(posedge CLK,negedge RST)begin
    if(!RST) begin
        XN <= 'b0;
        YN <= 'b0;
    end
	else if(before_end && !Done)  begin
	    if(Zo >= (half_pi) && Zo <= (three_pi_over_2))
	    begin
	    	XN <= - XN_double[WORD_LENGTH+FRAC_LENGTH-1:FRAC_LENGTH];
	    	YN <= - YN_double[WORD_LENGTH+FRAC_LENGTH-1:FRAC_LENGTH];
	    end
	    else if(Zo <= (two_pi) && Zo > (half_pi))
	    begin
	    	XN <=   XN_double[WORD_LENGTH+FRAC_LENGTH-1:FRAC_LENGTH];
	    	YN <=   YN_double[WORD_LENGTH+FRAC_LENGTH-1:FRAC_LENGTH];		         
	    end
	    else if(Zo <= (minus_half_pi) && Zo >= (minus_three_pi_over_2)) begin
	    	XN <= - XN_double[WORD_LENGTH+FRAC_LENGTH-1:FRAC_LENGTH];
	    	YN <= - YN_double[WORD_LENGTH+FRAC_LENGTH-1:FRAC_LENGTH];	
        end
	    else begin
	    	XN <= XN_double[WORD_LENGTH+FRAC_LENGTH-1:FRAC_LENGTH];
	    	YN <= YN_double[WORD_LENGTH+FRAC_LENGTH-1:FRAC_LENGTH];	         	
	    end
	 end
end
endmodule
</file>
==> metrics.yaml <==
run_status: "finished clean"
post_cts_hold_buffer_count: 0
postSynthRegisterBits: 98
drt_first_iter_violations: 896
cell_type_count: 94
timing_max_transition_violations_final: 0
report.final.setup_viol: 0
die_w_um: 255
worst-r2r-cell-count: 18
drtPass1Iterations: 5
preCtsSetupSlack_ns: 8.54
row_count: 92
globalplace.congestion: 0.955
hold_path.startpoint: "YN[8]"
tritoncts_num_sinks: 98
worst_slew_pin_slew_ns: 0.955
relSlewSlack_pct: 36.3
maxClockFrequency_ghz: 0.152
worst-endpoint-arrival_ns: 6.88
clock-root-buffer: "sky130_fd_sc_hd__clkbuf_16"
grt.total_usage_pct: 16.8
worst_skew_pair.late_latency_ns: 0.39
synth.yosys.seq_area_share_pct: 12.7
rsz0062_at_grt: "no"
vias_in_the_first_global_route: 16100
final_layout_size_suffix_gt1_share_pct: 5.44
finalWirelength_mm: 52.6
ys_async_sr_fraction_pct: 100
area.growth.synth_to_final_pct: 10.6
hpwl_detailed_mm: 43.0
coreArea_um2: 63200
antenna_cells_inserted: 0
period_needed_ns: 6.60
synth_stat.cells: 2284
cts_tree: "done"
timing.clock.skew_ns: 0.00958
finalCoreUtilization_pct: 33.7
avgViaCountPerCell: 5.14
yosysChipArea_um2: 19300
number_of_flops_mapped_to_enable_cells_by_yosys: 0
drv.max_cap_violation_count: 0
postCtsSetupRepairBufs: 0
grt_max_degree: 72
post_cts_resize_count: 0
netlist_instances: 2284
layout_setup_ws_ns: 8.90
mappedNetlistArea_um2: 19300
floorplan.die.height_um: 255
grt_antenna_before_repair: 1
vias_after_detailed_routing: 16300
io_buffer_count: 93
worst_hold_path_type: "flop to flop"
yosys_warnings: 3
htreeDepth: 3
openroad.warnings: 41
end_kind: "flop"
ys.flop_type: "sky130_fd_sc_hd__dfrtp_1"
grt_first_pass_wirelength_mm: 86.4
r2r_slack_ns: 9.01
syn-mean-instance-area_um2: 8.43
worst_setup_hold_path_clk_slew_ns: 0.07
whs_endpoint: "YN[8]"
timing.rr.start: "y_n_reg[10]"
die-area_um2: 65200
timing.rr.end: "YN[14]"
timing.final.hold_violations: 0
drc: 0
cts_buffers: 9
fp-utilization_pct: 30.5
data_required_time_at_the_worst_endpoint_ns: 15.78
post_drt_wl_per_cell_um: 16.7
period_used_pct: 42.6
setup_total_negative_slack_ns: 0
drt.antenna.violating_nets: 0
ctsLongestPathBuffers: 2
hold_path_depth: 2
top_level_port_count: 94
critical_path_type: "input pin to flop"
crit_fanout: 18
grt_overflow_total: 0
startpoint_type_of_the_worst_setup_path: "input pin"
## synth_stat cells, types with 9 or more instances
master / n / area (um2)
sky130_fd_sc_hd__a221oi_1: 11 / 96.3
sky130_fd_sc_hd__mux2_2: 13 / 146
sky130_fd_sc_hd__a21oi_1: 115 / 576
sky130_fd_sc_hd__a211oi_1: 23 / 173
sky130_fd_sc_hd__nand2b_1: 24 / 150
sky130_fd_sc_hd__a21o_1: 33 / 248
sky130_fd_sc_hd__ha_1: 227 / 2840
sky130_fd_sc_hd__nand4_1: 9 / 56.3
sky130_fd_sc_hd__nand2_1: 180 / 676
sky130_fd_sc_hd__nor4_1: 12 / 75.1
sky130_fd_sc_hd__mux4_2: 35 / 788
sky130_fd_sc_hd__fa_1: 156 / 3120
sky130_fd_sc_hd__o21ai_0: 127 / 636
sky130_fd_sc_hd__a22o_1: 13 / 114
sky130_fd_sc_hd__buf_2: 12 / 60.1
sky130_fd_sc_hd__o22ai_1: 14 / 87.6
sky130_fd_sc_hd__a32o_1: 9 / 90.1
sky130_fd_sc_hd__o211ai_1: 15 / 113
sky130_fd_sc_hd__nor2b_1: 24 / 150
sky130_fd_sc_hd__or3_1: 22 / 138
sky130_fd_sc_hd__inv_1: 302 / 1130
sky130_fd_sc_hd__or2_2: 14 / 87.6
sky130_fd_sc_hd__dfrtp_1: 98 / 2450
sky130_fd_sc_hd__and3_1: 13 / 81.3
sky130_fd_sc_hd__nor2_1: 143 / 537
sky130_fd_sc_hd__mux2i_1: 27 / 270
sky130_fd_sc_hd__nand3_1: 41 / 205
sky130_fd_sc_hd__xnor2_1: 84 / 736
sky130_fd_sc_hd__o21a_1: 28 / 210
sky130_fd_sc_hd__o21ai_1: 23 / 115
sky130_fd_sc_hd__a31oi_1: 37 / 231
sky130_fd_sc_hd__xor2_1: 69 / 604
sky130_fd_sc_hd__and2_1: 16 / 100
sky130_fd_sc_hd__nor3_1: 48 / 240
sky130_fd_sc_hd__clkbuf_1: 75 / 282
sky130_fd_sc_hd__o21bai_1: 11 / 82.6
sky130_fd_sc_hd__o31ai_1: 24 / 180
## stage by stage
step / hold WS, ns / area [um2] / cells
3_5_place_dp: 0.463 / 21000 / 3145
5_1_grt: 0.516 / 21300 / 3161
2_1_floorplan: 0.414 / 19300 / 2284
3_3_place_gp: 0.455 / 21000 / 3145
4_1_cts: 0.480 / 21300 / 3161
6_report: 0.471 / 21300 / 3161
## layout make-up
| type | count | area (um2) |
|---|---|---|
| inverters | 306 | 1150 |
| clock buffers | 11 | 253 |
| clock inverters | 5 | 61.3 |
| multi-input cells | 1781 | 15200 |
| flip-flops and latches | 98 | 2450 |
| fillers | 6444 | 41900 |
| well taps | 846 | 1060 |
| repair buffers | 114 | 1080 |
## worst max path at each step
stage	start	to	cells after the start
global route	x_n_reg[13]	XN[17]	18
CTS	Zo[0]	z_n_reg[13]	11
finish	Zo[0]	z_n_reg[13]	11
## worst max-delay path, cell delays in order
cell and delay, ns:
sky130_fd_sc_hd__clkdlybuf4s50_1 0.59, sky130_fd_sc_hd__ha_1 0.40, sky130_fd_sc_hd__o41ai_1 0.65, sky130_fd_sc_hd__a211oi_1 0.26, sky130_fd_sc_hd__o31a_1 0.48, sky130_fd_sc_hd__a221oi_2 0.30
sky130_fd_sc_hd__buf_4 0.29, sky130_fd_sc_hd__a2111oi_0 0.14, sky130_fd_sc_hd__o311ai_0 0.29, sky130_fd_sc_hd__o21ai_0 0.14, sky130_fd_sc_hd__a22o_1 0.24
## layer usage
layer / up-vias / track usage (%) / part of all wire [%]
li1: 8070 / - / -
met4: 2 / 2.24 / 1.5
met5: - / 0 / 0.015
met2: 433 / 26.8 / 46
met3: 51 / 3.74 / 6.3
met1: 7706 / 24.4 / 46
## placed cells by master, fill, tap and decap left out, types with 8 or more instances in the layout
master,n
sky130_fd_sc_hd__a22o_1,13
sky130_fd_sc_hd__or3_1,21
sky130_fd_sc_hd__o22ai_1,14
sky130_fd_sc_hd__nor3_1,48
sky130_fd_sc_hd__xor2_1,69
sky130_fd_sc_hd__a32o_1,9
sky130_fd_sc_hd__o21ai_0,127
sky130_fd_sc_hd__a31oi_1,37
sky130_fd_sc_hd__nand2b_1,24
sky130_fd_sc_hd__nor4_1,12
sky130_fd_sc_hd__o211ai_1,15
sky130_fd_sc_hd__nand4_1,9
sky130_fd_sc_hd__mux2_2,13
sky130_fd_sc_hd__or2_2,14
sky130_fd_sc_hd__and2_1,16
sky130_fd_sc_hd__o21ai_1,23
sky130_fd_sc_hd__a21oi_1,115
sky130_fd_sc_hd__mux4_2,35
sky130_fd_sc_hd__and3_1,13
sky130_fd_sc_hd__nand3_1,41
sky130_fd_sc_hd__fa_1,156
sky130_fd_sc_hd__o21a_1,28
sky130_fd_sc_hd__clkbuf_16,9
sky130_fd_sc_hd__nor2_1,142
sky130_fd_sc_hd__buf_4,22
sky130_fd_sc_hd__xnor2_1,84
sky130_fd_sc_hd__a211oi_1,23
sky130_fd_sc_hd__clkdlybuf4s50_1,91
sky130_fd_sc_hd__a21o_1,33
sky130_fd_sc_hd__o31ai_1,24
sky130_fd_sc_hd__nand2_1,180
sky130_fd_sc_hd__a221oi_1,11
sky130_fd_sc_hd__dfrtp_1,97
sky130_fd_sc_hd__o21bai_1,11
sky130_fd_sc_hd__nor2b_1,24
sky130_fd_sc_hd__mux2i_1,27
sky130_fd_sc_hd__inv_1,302
sky130_fd_sc_hd__a41oi_1,8
sky130_fd_sc_hd__ha_1,227
## logic make-up after synthesis
family,synth area share [%]
flops,12.7
other cells,0.0195
mux,6.45
simple gates,14.8
compound gates,20.0
xor+xnor,6.96
fa+ha+maj,31.0
buf+inv,8.09
